==> design/flow/design.v <==
`timescale 1ns / 1ps
module Digit(
    input [1:0] rank,
    input [3:0] dataIn,
    input blank,
    output reg [3:0] anodes,
    output reg [6:0] cathodes
    );
	always @(dataIn) begin
		case(dataIn)
			0: cathodes = 8'b1000000; 
			1: cathodes = 8'b1111001;
			2: cathodes = 8'b0100100;
			3: cathodes = 8'b0110000;
			4: cathodes = 8'b0011001; 
			5: cathodes = 8'b0010010; 
			6: cathodes = 8'b0000010;
			7: cathodes = 8'b1111000;
			8: cathodes = 8'b0000000;
			9: cathodes = 8'b0010000;
			13: cathodes = 8'b0100001;
			14: cathodes = 8'b0000110;
			15: cathodes = 8'b1111111;
			default : cathodes = 8'b1111111;
		endcase
	end
	always @(rank or blank) begin
		anodes = 4'b1111 ;
		anodes[rank] = blank;
	end
endmodule
`timescale 1ns / 1ps
module Number(
    input clk,
    input reset,
    input enable,
    input [3:0] digit0,
    input [3:0] digit1,
    input [3:0] digit2,
    input [3:0] digit3,
    input [3:0] blank,
    output [3:0] anodes,
    output [6:0] cathodes
    );
	wire blankCurr ;
	reg[1:0] rankCurr ; 
	reg[3:0] dataCurr ;
	assign blankCurr = reset | blank[rankCurr] ;
	Digit digit(.blank(blankCurr),.rank(rankCurr),.dataIn(dataCurr),.anodes(anodes),.cathodes(cathodes));
	always @(posedge clk) begin
		if (reset) rankCurr <= 0 ;
		else if (enable) rankCurr <= rankCurr +1 ;
	end
	always @(rankCurr or digit0 or digit1 or digit2 or digit3) begin
		case (rankCurr)
			0: dataCurr <= digit0;
			1: dataCurr <= digit1;
			2: dataCurr <= digit2;
			3: dataCurr <= digit3;
		endcase
	end
endmodule
`timescale 1ns / 1ps
module Display1234(
    input clk,
    input reset,
    output [3:0] anodes,
    output [7:0] cathodes
	 );
	 wire pulse ;
	 TimeUnit timeUnit(.clk(clk),.reset(reset),.pulse(pulse));
	 Number number(.clk(clk),.reset(reset),.enable(pulse),.digit0(4),
						.digit1(3),.digit2(2),.digit3(1),.blank(0),.anodes(anodes),.cathodes(cathodes));
endmodule
`timescale 1ns / 1ps
module TimeUnit(
    input clk,
	 input reset,
    output pulse
    );
	function integer Size(input integer in);
		for (Size =0 ; in >0 ; Size = Size + 1) in = in >> 1 ;
	endfunction
	parameter FREQ_CLK = 50000000 ;
	parameter FREQ_WANTED = 20000 ;
	localparam NB_TIC = FREQ_CLK/FREQ_WANTED ;  
	localparam SIZE_CPT = Size(NB_TIC) ;
	reg[SIZE_CPT-1:0] cpt ; 
	always @(posedge clk) begin
		if (reset) cpt <= 0 ;
		else if (cpt == NB_TIC - 1) cpt <= 0 ;
			else cpt <= cpt + 1 ;
	end
	assign pulse = cpt == NB_TIC - 1 ;
endmodule
==> design/flow/run.sh <==
#!/bin/bash
# OpenROAD 26Q1-2900-gdf79404cd8, Yosys 0.63+post, stock flow scripts
make -C /OpenROAD-flow-scripts/flow DESIGN_CONFIG=/design/flow/config.mk WORK_HOME=/design/flow/orfs finish
==> design/flow/config.mk <==
export PLATFORM = sky130hd
export DESIGN_NAME = Display1234
export DESIGN_NICKNAME = Display1234
export VERILOG_FILES = /design/flow/design.v
export SDC_FILE = /design/flow/constraint.sdc
export NUM_CORES = 4
export LEC_CHECK = 1
export CORE_AREA = 10 10 87 87
export DIE_AREA = 0 0 97 97
==> design/flow/constraint.sdc <==
current_design Display1234

set clk_period 3.1
set clk_io_pct 0.2

create_clock -name clk0 -period $clk_period [get_ports {clk}]

set non_clock_inputs [all_inputs -no_clocks]
set_input_delay [expr $clk_period * $clk_io_pct] -clock clk0 $non_clock_inputs
set_output_delay [expr $clk_period * $clk_io_pct] -clock clk0 [all_outputs]
==> results.yml <==
# generated from flow reports
outcome:
  status: "completed"
final_layout:
  drive_gt1_frac: 0.0909
  fin_cells: 171
  area_delta_synth_final_pct: 30.7
critical_path:
  path_buffers: 2
  crit_path_start: "number.rankCurr[0]"
  r2r-start: "timeUnit.cpt[0]"
  crit_path_max_fanout: 7
  worst_path_largest_cell_delay_ps: 520
  worstPathRequired_ps: 2480
  rrSetupSlack_ps: 1460
  crit_family: "buffers and inverters"
  crit_cells: 4
  slowest_stage: "clkdlybuf4s50_1"
  reg2reg_depth: 5
  worstPathArrival_ps: 2130
  crit_path_cell_trace: "inv_1 -> ha_1 -> o41ai_1 -> clkdlybuf4s50_1"
  worstSetupEndpoint: "anodes[3]"
  r2r_end: "timeUnit.cpt[10]"
  endpoint_kind: "output port"
  critPathLaunchType: "flip-flop"
  critical_path_class: "reg -> out"
sta:
  tns_ps: 0
  fmax_ghz: 0.363
  finalHoldViolations: 0
  fin_crit_sh: 0.888
  setup_viol: 0
  maxSlewViolCount: 0
  hold_ws_ps: 486
  grt_setup_unrepaired: "false"
  period_minus_slack_ps: 2750
  fin_worst_skew_ps: 0.906
yosys:
  async_flop_share: 0
  ys_warn_count: 9
  yosys_register_bits: 14
  synth.distinct_cells: 23
  syn_inst: 86
  ys_area_um2: 778
  edf_count: 0
  synth_stat.cells: 86
  top_cell_area_share: 0.360
  yosysTopAreaCell: "dfxtp_1"
  avgSynthCellArea_um2: 9.05
  ys_seq_frac: 0.360
  syn-cell-area_um2: 778
  common_cells: "dfxtp_1 (14), nor2_1 (14), ha_1 (8), inv_1 (8), xnor2_1 (8)"
  synthTopCellsByArea: "dfxtp_1 (36%), ha_1 (13%), xnor2_1 (9.0%)"
  ff_type: "dfxtp_1"
global_routing:
  grt_pass1_wl_um: 2560
  grt_pass1_vias: 552
  grt_overflow_total: 0
  antenna_found_initial: 0
  grt_usage: 0.0298
  grt_start_max_net_pins: 12
clock_network:
  hold_buffers: 0
  cts_tree: "done"
  clk_pin_slew_worst_paths_ps: 60
  clk_latency_ps: 240
  cts-resized-gates: 0
  cts-root-buf: "clkbuf_8"
  cts_max_path_buffers: 2
  cts_buffers: 3
  post-cts-setup-buffer-count: 0
  htreeDepth: 1
  cts_sinks: 14
detailed_routing:
  drc: 0
  via_count: 573
  drtIter0Drc: 33
  num_antenna_cells: 0
  avgViaCountPerCell: 3.35
  post_drt_wl_per_cell_um: 8.77
  antenna_left: 0
  drt-total-wl_um: 1500
  dr.pass1.iters: 3
power_and_ir_drop:
  p_total_mw: 0.374
  seqPwrFrac: 0.502
  p_leak_nw: 0.362
  vdd_drop_max_mv: 0.117
  switching_power_mw: 0.0718
  switching_share: 0.192
  intPower_mw: 0.302
  clock_power_share: 0.463
  combPwrFrac: 0.034
  power.density_nw_per_um2: 367
die:
  io_pins: 14
  core_area_um2: 5640
  fp-utilization: 0.138
  die_area_um2: 9410
  dieWidth_um: 97
  fp-row-count: 27
  die_h_um: 97
run:
  warning_count: 31
  drv_cap: 0
worst_hold_path:
  worstHoldPathType: "reg -> reg"
placed_design:
  dp_hpwl_um: 1170
  gp_congestion: 0.721
  dp_cells: 167
  numPortBuffers: 12
[registers in the layout (all words and copies together), names as in the netlist]
signal / count
timeUnit.cpt: 12
number.rankCurr: 2
[worst min-delay path by stage]
stage          startpoint              end  slack, ps  cells after the start
4_1_cts   timeUnit.cpt[0]  timeUnit.cpt[0]        490                      1
5_1_grt   timeUnit.cpt[0]  timeUnit.cpt[0]        510                      1
6_report  timeUnit.cpt[0]  timeUnit.cpt[0]        490                      1
[final cells by class]
| type | instances | area, µm² |
|---|---|---|
| Timing Repair Buffer | 12 | 120 |
| Clock buffer | 4 | 55.1 |
| Multi-Input combinational cell | 61 | 442 |
| Inverter | 8 | 30.0 |
| Fill cell | 584 | 4620 |
| Tap cell | 72 | 90.1 |
| Sequential cell | 14 | 280 |
[cells by family (layout without fill, tap and decap cells)]
| family | after synthesis | after routing | synth area share |
|---|---|---|---|
| buffers and inverters | 11 | 24 | 0.0723 |
| AOI/OAI and AO/OA | 5 | 5 | 0.0434 |
| DFF | 14 | 14 | 0.360 |
| muxes | 1 | 1 | 0.0129 |
| adders and majority gates | 8 | 8 | 0.129 |
| other | 1 | 1 | 0.00482 |
| and+or+nand+nor | 35 | 35 | 0.254 |
| xor gates and xnor gates | 11 | 11 | 0.124 |
[power by group through the flow]
| stage | combinational, mW | clock (mW) | sequential [mW] |
|---|---|---|---|
| CTS | 0.0131 | 0.180 | 0.188 |
| global route | 0.0145 | 0.187 | 0.188 |
| finish | 0.0129 | 0.173 | 0.188 |
[cell usage in the layout, fill, tap and decap left out, drive strengths merged]
| cell | instances |
|---|---|
| mux2i | 1 |
| ha | 8 |
| dfxtp | 14 |
| clkbuf | 4 |
| clkdlybuf4s50 | 12 |
| o31ai | 1 |
| nand2 | 4 |
| conb | 1 |
| nand3 | 5 |
| nor2 | 14 |
| nor4 | 1 |
| xnor2 | 8 |
| nor3 | 4 |
| xor2 | 3 |
| and3 | 2 |
| inv | 8 |
| nand4 | 2 |
| nand3b | 1 |
| o21a | 1 |
| o21ai | 2 |
| o41ai | 1 |
| nor4b | 2 |
[layer usage]
layer,share of wire,routed length [µm],global-route usage,vias to the layer above
met5,0,0,0,-
met4,0.028,42,0.0124,0
met3,0.0087,13,0.00287,2
met2,0.49,732,0.0486,3
met1,0.48,713,0.0391,264
li1,-,-,-,304
[per-stage QoR]
step	utilization	instance area [µm²]	setup WS, ps
floorplan	-	778	1340
finish	0.180	1020	347
CTS	0.180	1020	335
detailed placement	0.171	962	432
global placement	0.171	962	420
global route	0.180	1020	235
