<file path="./run.sh">
#!/bin/bash
# OpenROAD 26Q1-2900-gdf79404cd8, Yosys 0.63+post, stock flow scripts
make -C /OpenROAD-flow-scripts/flow DESIGN_CONFIG=/design/flow/config.mk WORK_HOME=/design/flow/orfs finish
</file>
<file path="./config.mk">
export PLATFORM = sky130hd
export DESIGN_NAME = Pesanteur
export DESIGN_NICKNAME = Pesanteur
export VERILOG_FILES = /design/flow/design.v
export SDC_FILE = /design/flow/constraint.sdc
export NUM_CORES = 4
export LEC_CHECK = 1
export CORE_AREA = 10 10 98 98
export DIE_AREA = 0 0 108 108
</file>
<file path="./constraint.sdc">
current_design Pesanteur

set clk_period 2.0
set clk_io_pct 0.2

create_clock -name clk0 -period $clk_period [get_ports {clk}]

set non_clock_inputs [all_inputs -no_clocks]
set_input_delay [expr $clk_period * $clk_io_pct] -clock clk0 $non_clock_inputs
set_output_delay [expr $clk_period * $clk_io_pct] -clock clk0 [all_outputs]
</file>
<file path="./design.v">
`timescale 1ns / 1ps
module Pesanteur(
    input [2:0] hauteurGauche,
    input [2:0] hauteurCentre,
    input [2:0] hauteurDroite,
    input [1:0] col,
    input [10:0] hpos,
    input [10:0] vpos,
    input pulse,
    input reset,
    input clk,
    output reg PlusGauche,
    output reg PlusCentre,
    output reg PlusDroite,
    output reg Aligne,
    output reg Perdu,
    output reg [2:0] Row,
    output reg [4:0] Couleur
    );
	 localparam LARGEUR_ECRAN = 640;
	 localparam HAUTEUR_ECRAN = 480;
	 localparam LARGEUR_BRIQUE = 210;
	 localparam HAUTEUR_BRIQUE = 80;
	 always @(posedge clk) begin
	 	PlusGauche=0;
		PlusCentre=0;
		PlusDroite=0;
		Aligne=0;
		Perdu=0;	
		if (hpos>5+(LARGEUR_ECRAN-10)/LARGEUR_BRIQUE*0*LARGEUR_BRIQUE
		&hpos<5+(LARGEUR_ECRAN-10)/LARGEUR_BRIQUE*1*LARGEUR_BRIQUE
		&vpos>HAUTEUR_ECRAN/HAUTEUR_BRIQUE
		&vpos<HAUTEUR_ECRAN/HAUTEUR_BRIQUE*HAUTEUR_BRIQUE*hauteurGauche) Couleur=5'b00001;
		if (hpos>5+(LARGEUR_ECRAN-10)/LARGEUR_BRIQUE*1*LARGEUR_BRIQUE
		&hpos<5+(LARGEUR_ECRAN-10)/LARGEUR_BRIQUE*2*LARGEUR_BRIQUE
		&vpos>HAUTEUR_ECRAN/HAUTEUR_BRIQUE
		&vpos<HAUTEUR_ECRAN/HAUTEUR_BRIQUE*HAUTEUR_BRIQUE*hauteurCentre) Couleur=5'b00100;			
		if (hpos>5+(LARGEUR_ECRAN-10)/LARGEUR_BRIQUE*2*LARGEUR_BRIQUE
		&hpos<5+(LARGEUR_ECRAN-10)/LARGEUR_BRIQUE*3*LARGEUR_BRIQUE
		&vpos>HAUTEUR_ECRAN/HAUTEUR_BRIQUE
		&vpos<HAUTEUR_ECRAN/HAUTEUR_BRIQUE*HAUTEUR_BRIQUE*hauteurDroite) Couleur=5'b10000;	
		if (reset) begin
			PlusGauche=0;
			PlusCentre=0;
			PlusDroite=0;
			Aligne=0;
		   Perdu=0;
			Row=3'b000;
			Couleur=5'b00000;
		end	
		else if(pulse) begin
			if (hauteurGauche&hauteurCentre&hauteurDroite) Aligne=1; 
			case(col)
				2'b00:if (hauteurGauche==5)
							Perdu=1; 
				else if (Row+hauteurGauche==5) begin
					PlusGauche=1;
					Row=0; 
				end
				2'b01:if (hauteurCentre==5)
							Perdu=1; 
				else if (Row+hauteurCentre==5) begin
					PlusCentre=1;
					Row=0; 
				end				
				2'b10:if (hauteurDroite==5)
							Perdu=1; 
				else if (Row+hauteurDroite==5) begin
					PlusDroite=1;
					Row=0; 
				end
			endcase
			Row=Row+1;					
	 end
	end
endmodule
</file>
==> impl_metrics.yaml <==
# physical design summary
timing:
  fin_setup_tns_ns: -3.149
  layout_worst_path_cycle_share_pct: 136.6
  fmaxAchievable_ghz: 0.3661
  finalMaxSlewViolations: 0
  fin_worst_skew_ns: 0.004751
  finalSetupViolations: 6
  finalHoldViolCount: 0
  layout_setup_ws_ns: -0.7312
  rsz0062_at_grt: "yes"
  period_needed_ns: 2.731
  hold-worst-slack_ns: 0.4734
worst_setup_path:
  cp_slowest_stage_delay_ns: 0.51
  regToRegSetupSlack_ns: -0.48
  timing.critical_path.slowest_stage_cell: "fa_2"
  critPathTopFamily: "adder cells"
  cp_data_arrival_time_ns: 2.87
  timing.setup.critical_path_class: "primary input to register"
  end_kind: "register"
  crit_top_cell: "fa_2"
  worst_r2r_startpoint: "Row[0]"
  worstPathCellList: "buf_6, fa_2, ha_4, fa_2, xor2_1, ha_1, buf_4, o2111ai_1, o21ai_1, a211oi_2, and2_1, a41o_1"
  cp.buffers_inverters: 2
  crit_path_max_fanout: 3
  required_ns: 2.13
  reg2reg_to: "Row[2]"
  timing.critical_path.from_type: "primary input"
  timing.reg2reg.worst_path_depth: 11
logic_synthesis:
  synth_chip_area_sq_mm: 0.001931
  mux_share_of_area_pct: 1.037
  netlist_area_sq_mm: 0.001931
  yosysCellCount: 221
  postSynthCellCount: 221
  post_synth_fa_ha_maj_area_fraction_pct: 42.26
  syn_area_per_cell_sq_um: 8.736
  simple_gate_area_share_pct: 20.74
  top_logic_kind: "adder cells"
  postSynthSeqShare_pct: 11.41
  synth_flops: 11
  ys_warn_count: 1
  yosys.cell_types.count: 39
  synthAoiAreaFrac_pct: 16.20
  synth.cellmix.xorXnorShare_pct: 2.722
die:
  floorplan.die_area_sq_mm: 0.01166
  die.size.x_microns: 108
  ios: 49
  fp-row-count: 32
  die_y_microns: 108
  floorplan.core_util_pct: 25.25
  core_footprint_sq_mm: 0.007647
placement:
  place.detailed.instances: 402
  post-place-ws_ns: -1.383
  hpwl_microns: 4664
  placed_area_sq_mm: 0.002867
  port_buffers: 46
  gp_congestion: 0.8609
layout:
  final_cell_count_no_fill: 418
  final_layout_top_logic_cell: "buf_4"
  lay_top_cells: "41 x buf_4, 38 x ha_1, 37 x clkdlybuf4s50_1, 16 x inv_1, 16 x nor2_1"
  final_area_sq_mm: 0.003113
  areaGrowthSynthToFinish_pct: 61.24
  layout-drive-gt1-share_pct: 33.23
  fin_util_pct: 40.71
detailed_routing:
  vias: 1843
  detailedRoute.firstPassIterationCount: 4
  route.final.wire_length_microns: 5588
  postRouteAntennaNets: 0
  vias_per_cell: 4.409
  drc: 0
  wl_per_cell_microns: 13.37
  antenna_cells: 0
  drt_iter0_drc: 36
global_routing:
  first_global_vias: 1881
  grt_antenna_before_repair: 0
  grt-ovfl-total: 0
  gr-usage-all-layers_pct: 9.753
  grt_first_pass_wirelength_microns: 9301
  maximum_number_of_pins_on_one_net_before_global_route_repair: 8
power_and_ir_drop:
  power.share.clock_pct: 17.8
  p_per_area_mw_per_mm2: 405.8
  cellInternalPower_mw: 0.8072
  cellLeakagePower_nw: 1.371
  switchingPower_mw: 0.4562
  irDropWorstVdd_v: 0.0001647
  share_seq_of_total_power_pct: 19.5
  switching_share_pct: 36.11
  combPwrFrac_pct: 62.7
  total_power_mw: 1.263
run_status:
  violations: "setup timing"
  run_status: "finished with violations"
clocking:
  cts.reportedPaths.clkPinSlew_ns: 0.05
  clock_insertion_delay_worst_skew_ns: 0.24
  numClockSinks: 11
  post_cts_hold_buffer_count: 0
  cts_root_buf: "clkbuf_8"
  cts_made_buffers: 3
  tritoncts: "yes"
  cts.path.max_buffers: 2
  cts.htree.levels: 1
min_path:
  hold-path-cell-count: 2
  worst_hold_path_type: "register to register"
  worstHoldStart: "Couleur[2]"
  hold_end: "Couleur[2]"
run:
  warning_count: 40
  max_cap_viol_count: 0
==> layer usage <==
metal  track usage (%)  share of wire (%)
met1             13.32                 47
met2             16.77                 49
met3             1.386                3.7
met4            0.5725               0.55
met5                 0                  0
==> worst min-delay path, delay by kind of cell (launching register included) <==
family	cells	cell delay, ns
DFF	1	0.31
AOI/OAI and AO/OA	1	0.06
and+or+nand+nor	1	0.05
==> how the worst max path moves through the flow <==
stage             to  depth (start not counted)        startpoint
4_1_cts   Couleur[4]                         12  hauteurGauche[0]
5_1_grt   Couleur[4]                         12  hauteurCentre[0]
6_report  Couleur[4]                         12  hauteurDroite[0]
==> power by group through the flow <==
stage	Sequential (mW)	Clock (mW)	Combinational (mW)
finish	0.246	0.225	0.792
global route	0.248	0.245	0.890
CTS	0.247	0.234	0.743
==> synth_stat cells <==
cell type  number  share of area, %
a211oi_1        3               1.2
a211oi_2        1              0.65
a21boi_0        1              0.39
a21o_1          5               1.9
a21oi_1        16               4.1
a21oi_2         1              0.45
a221oi_1        1              0.45
a311o_1         1              0.52
a31oi_1         2              0.65
a41o_1          1              0.52
and2_1          2              0.65
and2_2          4               1.6
and2_4          1              0.45
and3_1          3              0.97
and3b_1         1              0.45
and4bb_1        1              0.65
buf_4           3               1.2
conb_1          1              0.19
dfxtp_1        11                11
fa_1           12                12
ha_1           46                30
inv_1          22               4.3
mux2i_1         2               1.0
nand2_1         9               1.7
nand2b_1        4               1.3
nand3_1         9               2.3
nand3b_1        2              0.78
nand4_1         3              0.97
nand4b_1        2              0.91
nor2_1         16               3.1
nor2b_1         4               1.3
nor3_1          2              0.52
nor4_1          6               1.9
nor4_4          1               1.1
o2111ai_1       3               1.4
o21ai_0        11               2.9
o22ai_2         1              0.65
o31a_1          1              0.45
xor2_1          6               2.7
==> state kept, by name, summed over array words and instances (netlist names) <==
register    count
PlusCentre      1
Aligne          1
Row             3
Perdu           1
PlusGauche      1
PlusDroite      1
Couleur         3
==> area by class of cell <==
cell class	instances	area, sq um
Tap cell	102	127.6
Timing Repair Buffer	93	829.5
Inverter	22	90.09
Multi-Input combinational cell	186	1797
Fill cell	726	4534
Clock buffer	4	45.04
Sequential cell	11	224.0
==> kinds of logic after synthesis <==
logic type / after synthesis
mux: 2
fa+ha+maj: 58
simple gates: 70
compound gates: 48
other cells: 1
buf+inv: 25
xor+xnor: 6
flops: 11
==> timing repair <==
action                                  CTS  global route
endpoints found under the setup margin    9             7
buffers inserted                          7             6
gates cloned                              0             0
pin swaps                                36            35
resized                                  52            21
No activity file was given, so power comes from the tool's default toggle rates.
