===== ./run.sh =====
#!/bin/bash
# OpenROAD 26Q1-2900-gdf79404cd8, Yosys 0.63+post, stock flow scripts
make -C /OpenROAD-flow-scripts/flow DESIGN_CONFIG=/design/flow/config.mk WORK_HOME=/design/flow/orfs finish

===== ./config.mk =====
export PLATFORM = sky130hd
export DESIGN_NAME = Rgb
export DESIGN_NICKNAME = Rgb
export VERILOG_FILES = /design/flow/design.v
export SDC_FILE = /design/flow/constraint.sdc
export NUM_CORES = 4
export LEC_CHECK = 1
export CORE_AREA = 10 10 74 74
export DIE_AREA = 0 0 84 84

===== ./constraint.sdc =====
current_design Rgb

set clk_period 7.3
set clk_io_pct 0.2

create_clock -name clk0 -period $clk_period

set non_clock_inputs [all_inputs -no_clocks]
set_input_delay [expr $clk_period * $clk_io_pct] -clock clk0 $non_clock_inputs
set_output_delay [expr $clk_period * $clk_io_pct] -clock clk0 [all_outputs]

===== ./design.v =====
`timescale 1ns / 1ps
module OneColorDecoder(
    input [4:0] color,
    output reg [2:0] rouge,
    output reg [2:0] vert,
    output reg [1:0] bleu
    );
	 reg [2:0] a;
	 reg [2:0] b;
	 reg [2:0] c;
	 always@(*)begin
		if (color<27 && color>=18)
			a=2;
		else if (color<18 && color>=9)
			a=1;
		else
			a=0;
		if (color-a*9<9 && color-a*9>=6)
			b=2;
		else if (color-a*9<6 && color-a*9>=3)
			b=1;
		else
			b=0;
		c = color-a*9-b*3;
		case(a)
		0:rouge=0;
		1:rouge=3;
		2:rouge=7;
		default: rouge=0;
		endcase
		case(b)
		0:vert=0;
		1:vert=3;
		2:vert=7;
		default: vert=0;
		endcase
		case(c)
		0:bleu=0;
		1:bleu=1;
		2:bleu=3;
		default: bleu=0;
		endcase
		if (color >=27)begin
			rouge=0;
			vert=0;
			bleu=0;
		end
	 end
endmodule
`timescale 1ns / 1ps
module Rgb(
    input [4:0] couleurPave,
    input [4:0] couleurCadre,
    input [4:0] couleurPesanteur,
    output  reg [2:0] rouge,
    output  reg [2:0] vert,
    output  reg [1:0] bleu
    );
	 wire [2:0] r1,r2,r3;
	 wire [2:0] v1,v2,v3;
	 wire [1:0] b1,b2,b3;
	 OneColorDecoder U1(.color(couleurPave),.rouge(r1),.vert(v1),.bleu(b1));
	 OneColorDecoder U2(.color(couleurPesanteur),.rouge(r2),.vert(v2),.bleu(b2));
	 OneColorDecoder U3(.color(couleurCadre),.rouge(r3),.vert(v3),.bleu(b3));
	 always @(*) begin
		rouge=0;
		vert=0;
		bleu=0;
		if (rouge==0 && vert==0 && bleu==0)begin
			rouge=r1;
			vert=v1;
			bleu=b1;
		end
		if (rouge==0 && vert==0 && bleu==0)begin
			rouge=r2;
			vert=v2;
			bleu=b2;
		end
		if (rouge==0 && vert==0 && bleu==0)begin
			rouge=r3;
			vert=v3;
			bleu=b3;
		end
	 end
endmodule

==> highlights.md <==
Power and ir drop
- power after layout: 0.0004673 W
- Power per Cell Area: 149.1 nW/um2
- Worst VDD drop: 0.1062 mV
- static leakage: 1.477 nW

Yosys
- cells taking the most area after synthesis: sky130_fd_sc_hd__ha_1 13%, sky130_fd_sc_hd__fa_1 6.7%, sky130_fd_sc_hd__xnor2_1 6.3%, sky130_fd_sc_hd__inv_1 6.0%, sky130_fd_sc_hd__nor2_1 4.0%
- Yosys top cell by instances: sky130_fd_sc_hd__inv_1
- count of distinct cell types in the synthesized netlist: 62
- synthesized area per cell: 7.033 um2
- leading area contributor after synthesis: sky130_fd_sc_hd__ha_1
- cell total in the yosys stat output: 256
- area of the synthesized netlist per yosys stat: 1800 um2
- share of the synthesized area in the top cell type: 12.51%
- warning count from the yosys run: 2
- sequential share of the synthesized area: 0%
- gate count after technology mapping: 256
- Post-Synthesis Cell Area: 1800 um2
- top cell types by occurrence after synthesis: 29 x sky130_fd_sc_hd__inv_1, 19 x sky130_fd_sc_hd__nor2_1, 18 x sky130_fd_sc_hd__ha_1, 17 x sky130_fd_sc_hd__nand2_1, 13 x sky130_fd_sc_hd__xnor2_1

Clock tree
- number of hold-repair buffers added at the cts stage: 0

Routing
- diode insertion count for antenna repair: 0
- total length of routed met3 wires: 188 um
- highest routed metal layer: met3
- average wire per cell in the routed design: 13.60 um
- number of vias per cell after detailed routing: 5.353
- total via count in the routed design: 2259
- post-detailed-routing wire length: 5738 um
- WL met1: 2971 um
- violation count after the first detailed-route iteration: 82
- number of detailed-route iterations in the first pass: 4
- Post-DRT Antenna Nets: 0
- routed length on met2: 2578 um
- detailed-route DRC error count: 0

Floorplan
- die span in x: 84 um
- Die Height: 84 um
- row cnt: 23
- CORE AREA: 3971 um2
- chip area: 7056 um2
- Core Util at FP: 45.34%
- I/O Pins: 23

Timing
- total count of max-transition violations in the final report: 0
- endpoints failing hold: 0
- fmax: 139.7 MHz
- WHS: 3.565 ns
- worst slew pin tran: 0.8451 ns
- final period demand of the worst path: 7.158 ns
- total negative setup slack: 0 ns
- worst slew margin relative to its limit: 43.06%
- post-route clock period utilization: 98.06%
- final tally of setup violations: 0

Global route
- Total Routing Usage GR: 14.98%
- maximum number of pins on one net before global-route repair: 9
- vias in the first global route: 2104
- initial antenna violation count: 0
- total grt overflow: 0
- wire length of the first global-routing pass: 9439 um

Place
- number of buffers inserted by port buffering: 23
- DP HPWL: 4314 um
- placed inst area: 2676 um2
- placer congestion estimate: 0.8769

Hold path
- hold path start: couleurPave[2]
- end point of the worst hold path: rouge[2]
- Hold Path Depth: 7
- path category of the worst min-delay check: in2out

Flow run
- total tool warning count: 32
- number of max-cap violations: 0

Cells and area
- end-of-flow core utilization: 78.89%
- register cell area after layout: 0 um2
- share of layout cells above drive strength 1: 46.51%
- sequential cell count: 0
- post-layout instance area: 3133 um2
- count of filler cells inserted in the layout: 261
- layout-stage area growth over the synthesis result: 74.01%
- clk_buf instances: 0

Setup path
- critical path class: in2out
- element type at the critical path start: primary input
- kind of cell adding the most delay to the critical path: simple AND/OR/NAND/NOR gates
- most common cell type on the critical path: sky130_fd_sc_hd__inv_2
- type of destination of the critical path: output port
- crit path launch: couleurPesanteur[4]
- WP data arrival: 5.70 ns
- Required @ worst endpoint: 5.84 ns
- cell with the largest stage delay on the worst path: sky130_fd_sc_hd__or4_4
- buffer-and-inverter tally for the worst setup path: 6
- maximum fanout along the worst path: 4
- critical path, cell by cell: clkbuf_2 > inv_2 > or4_4 > o21ai_4 > ha_4 > inv_2 > ha_4 > or4_1 > o311a_1 > o211ai_1 > nand3_1 > nor2_1 > ha_2 > inv_2 > fa_1 > xnor2_1 > nand2_1 > a211o_1 > nand3_2 > a211oi_4 > nand3b_4 > buf_6 > o31ai_4 > buf_2
- CP max stage delay: 0.52 ns

Outcome
- status: complete, no violations

## routing by layer
layer	track usage [%]	vias to the layer above
met4	0	0
met5	0	-
met1	21.76	1052
met2	24.81	32
met3	1.280	0
li1	-	1175
## power by group
part	switching, W	internal [W]	total, W	leakage [nW]
Sequential	0	0	0	0
Clock	0	0	0	0
Combinational	0.000228	0.000239	0.000467	1.48
## layout make-up
| class | count | area [um2] | area share, % |
|---|---|---|---|
| inverters | 29 | 108.9 | 3.474 |
| multi-input cells | 217 | 1986 | 63.38 |
| well taps | 50 | 62.56 | 1.997 |
| repair buffers | 126 | 975.9 | 31.15 |
## how the worst max path moves through the flow
stage         depth (start not counted)  endpoint
CTS                                  25  rouge[2]
global route                         24   bleu[1]
finish                               24  rouge[2]
## stage by stage
stage,setup slack [ns],cells
floorplan,0.2209,256
global placement,-0.5580,404
detailed placement,-0.6367,404
CTS,0.04386,420
global route,-0.08494,422
finish,0.1417,422
## cell usage in the layout (no fill, tap or decap), types with 4 or more instances in the layout
master                            Yosys  layout
sky130_fd_sc_hd__dlymetal6s2s_1       0       7
sky130_fd_sc_hd__nand2b_1             5       5
sky130_fd_sc_hd__and3_1               4       4
sky130_fd_sc_hd__mux2i_1              6       5
sky130_fd_sc_hd__nand2_1             17      16
sky130_fd_sc_hd__clkbuf_2             0       4
sky130_fd_sc_hd__xor2_1               6       6
sky130_fd_sc_hd__nor3_2               0       5
sky130_fd_sc_hd__inv_1               29      25
sky130_fd_sc_hd__o21ai_0             11       9
sky130_fd_sc_hd__nor2b_1              6       6
sky130_fd_sc_hd__fa_1                 6       5
sky130_fd_sc_hd__nor2_1              19      18
sky130_fd_sc_hd__nor3_1              12       4
sky130_fd_sc_hd__clkdlybuf4s50_1      0       4
sky130_fd_sc_hd__a22oi_1              5       5
sky130_fd_sc_hd__xnor2_1             13      11
sky130_fd_sc_hd__buf_4                2      99
sky130_fd_sc_hd__nand3_1             11       9
sky130_fd_sc_hd__buf_6                1       4
sky130_fd_sc_hd__buf_2                2       8
sky130_fd_sc_hd__a21oi_1             12       5
sky130_fd_sc_hd__inv_2                0       4
sky130_fd_sc_hd__ha_1                18      13
sky130_fd_sc_hd__a21oi_2              0       5
## timing repair
item / in CTS / in global routing
resized: 58 / 60
pin swaps: 21 / 32
endpoints found under the setup margin: 8 / 8
setup buffers: 16 / 3
## logic make-up after synthesis
family                     after synthesis  share of synthesized area [%]
buffers and inverters                   39                          9.103
and+or+nand+nor                         98                          29.60
AOI/OAI and AO/OA                       69                          28.22
muxes                                    6                          3.336
xor gates and xnor gates                20                          10.56
adders and majority gates               24                          19.18
Power figures rest on the tool's default switching activity, not on a simulated workload.
